==> ./design.v <==
module dpcd #(
    parameter DIV_CTRL_SIZE_P = 4)
    (
    input  logic                            clk_src,
    input  logic                            rst_n,
    input  logic [DIV_CTRL_SIZE_P - 1:0]    div_ctrl,
    output logic                            clk_out
);
if (DIV_CTRL_SIZE_P < 3) $fatal("dpcd module must be instanciated with DIV_CTRL_SIZE_P >= 3");
localparam DELAY_STATES_C = 2 ** (DIV_CTRL_SIZE_P - 1) - 2;
localparam CTRL_REG_SIZE_C = $clog2(DELAY_STATES_C) + 2;
logic [CTRL_REG_SIZE_C - 1 :0]              div_ctrl_reg;
logic                                       rst;                         
logic                                       clk_src_n;                   
logic                                       clk_divided;                 
logic                                       clk_feedback;                
logic                                       clk_select_mux;              
logic                                       rst_divider_reg_n;           
logic                                       divider_reg;                 
logic [DELAY_STATES_C - 1 :0]               shift_reg;                   
logic                                       negedge_clear_reg;           
logic                                       negedge_delay_reg;           
assign rst =  ~rst_n;
assign clk_src_n =  ~clk_src;
always_ff @(posedge clk_divided or negedge rst_n) begin
    if (!rst_n) begin
        div_ctrl_reg <= 'h0;
    end else begin
        if (div_ctrl[DIV_CTRL_SIZE_P - 1 :2] == 'h0) begin       
            div_ctrl_reg[CTRL_REG_SIZE_C - 1 :2] <= 'h0;
            div_ctrl_reg[1:0] <= div_ctrl[1:0];
        end else begin
            div_ctrl_reg[0] <= div_ctrl[0];                  
            div_ctrl_reg[1] <= 1'b0;
            div_ctrl_reg[CTRL_REG_SIZE_C - 1 :2] <= div_ctrl[DIV_CTRL_SIZE_P - 1 :1] - 'h1;
        end
    end
end
always_ff @(posedge clk_src or negedge rst_n) begin
    if (!rst_n) begin
        shift_reg <= 'h0;
    end else begin
        shift_reg <= {shift_reg[DELAY_STATES_C - 2:0], divider_reg};
    end
end
assign rst_divider_reg_n = ~(rst | negedge_clear_reg);
always_ff @(posedge clk_src or negedge rst_divider_reg_n) begin
    if (!rst_divider_reg_n) begin
        divider_reg <= 1'b0;
    end else begin
        divider_reg <= clk_feedback;
    end
end
assign clk_divided = divider_reg;
always_comb begin
    if (div_ctrl_reg[CTRL_REG_SIZE_C - 1 : 2] == 'h0) begin
        clk_select_mux = divider_reg;
    end else begin
        clk_select_mux = shift_reg[div_ctrl_reg[CTRL_REG_SIZE_C - 1 : 2] - 1];
    end
end
always_ff @(posedge clk_src or negedge div_ctrl_reg[0]) begin
    if (!div_ctrl_reg[0]) begin
        negedge_delay_reg <= 1'b0;
    end else begin
        negedge_delay_reg <= clk_select_mux;
    end
end
always_ff @(posedge clk_src_n or negedge div_ctrl_reg[0]) begin
    if (!div_ctrl_reg[0]) begin
        negedge_clear_reg <= 1'b0;
    end else begin
        negedge_clear_reg <= negedge_delay_reg;
    end
end
always_comb begin
    if (div_ctrl_reg[0]) begin
        clk_feedback = ~negedge_delay_reg;
    end else begin
        clk_feedback = ~clk_select_mux;
    end
end
always_comb begin
    if (div_ctrl_reg == 'h0) begin
        clk_out = clk_src;
    end else if (div_ctrl_reg == 'h1) begin
        clk_out = ~clk_src;
    end else begin
        clk_out = divider_reg;
    end
end
endmodule
==> ./run.sh <==
#!/bin/bash
# OpenROAD 26Q1-2900-gdf79404cd8, Yosys 0.63+post, stock flow scripts
make -C /OpenROAD-flow-scripts/flow DESIGN_CONFIG=/design/flow/config.mk WORK_HOME=/design/flow/orfs finish
==> ./config.mk <==
export PLATFORM = sky130hd
export DESIGN_NAME = dpcd
export DESIGN_NICKNAME = dpcd
export VERILOG_FILES = /design/flow/design.v
export SDC_FILE = /design/flow/constraint.sdc
export NUM_CORES = 4
export LEC_CHECK = 1
export CORE_AREA = 10 10 70 70
export DIE_AREA = 0 0 80 80
==> ./constraint.sdc <==
current_design dpcd

set clk_period 1.0
set clk_io_pct 0.2

create_clock -name clk0 -period $clk_period [get_ports {clk_src}]

set non_clock_inputs [all_inputs -no_clocks]
set_input_delay [expr $clk_period * $clk_io_pct] -clock clk0 $non_clock_inputs
set_output_delay [expr $clk_period * $clk_io_pct] -clock clk0 [all_outputs]
==> run notes <==
yosys + openroad results -> Largest stage delay, worst path=0.37 ns, Worst path top cell family by delay=flip-flops, vias in the first global route=around 380, Boundary Pins=7, CP Class=flip-flop to output port, Final Routed Wirelength=928 um, Commonest flop=dfrtp_1, VDD IR-drop max=0.000805 V, ANT cells=0, placed instance area=713 um2, die width=about 80 um, sequential fraction of the synthesis area=0.611, vias per cell=3.47, flop-to-flop setup slack=-0.05 ns, Die Span Y=approximately 80 um, Detail Route Antenna Nets=0, status=finished with violations, total congestion overflow=0, routed vias=378, crit path DRT=0.80 ns, die area=0.00640 mm2, area figure in the yosys stat output=about 570 um2, skew final=0.0189 ns, Final Hold Viols=0, yosys cell count=roughly 47, DRT iter0 DRCs=7, tool warnings=32, r2r worst-path depth=4, cycle use final=1.19, CTS tree=done, Pleak=0.348 nW, cell area after layout=774 um2, worst reg2reg path endpoint=negedge_delay_reg, largest net degree at the start of global routing=9, yosys warns=1, initial antenna violation count=0, ratio of cells with drive above 1 in the final layout=0.238, RSZ-0062 raised after global routing=true, count of different cell masters after synthesis=21, asr flop ratio synth=1.00, Gate Area=around 220 um2, GRT Total Usage=0.0303, Sequential Area=roughly 350 um2, number of unconstrained endpoints=5, Insertion Delay late pin=around 0.38 ns, Slowest cell on crit path=dfrtp_1, Initial DRT Pass Iterations=2, worst hold slack=0.0485 ns, Critical Path AT=just under 1 ns, CP endpoint kind=output port, detailed-placement wirelength estimate=743 um, DR DRC count=0, startpoint types=flip-flop, Crit Path Max Fanout=2, endpoints failing setup=4, P per Cell Area=1160 mW/mm2, HP Class=input pin to asynchronous set/reset pin, fin. max-slew vios=0, Buf/Inv on CP=1, failing checks=negative setup slack, post-synthesis instance area=~570 um2, register pins left without a clock=5, clk slew on worst S/H paths=0.06 ns, row count=21, # port buffers=6, crit path cell chain=nor2_1, a21oi_2, buf_2, Filler cells=373, drt wl/cell=about 8.5 um, max reg flops=6, number of enable flip-flop cells=0, Avg Cell Area, Syn=12.2 um2, RePlAce Congestion=between 0.7 and 0.8, slew margin rel.=0.826, Fin Setup TNS=-0.287 ns, PnR worst setup slack=-0.191 ns, fmax=roughly 840 MHz, first-pass GRT wire length=~1600 um, worst-margin pin slew=0.260 ns, reg2reg start=shift_reg[4], Flops after synth=14, area of the core=0.00342 mm2, Max Cap Viol=0, Init Core Util=0.168, Area Growth Syn to Fin=35.2%, min Tclk post-route=1.19 ns, Synth Instances=between 40 and 50
[cell usage after synthesis, types with 2 or more instances]
cell type  instances  area, um2
mux2i_1            2       20.0
nor2_1             7       26.3
inv_1              5       18.8
ha_1               3       37.5
o21a_1             2       15.0
dfrtp_1           13        325
[per-stage QoR]
step,std cells,utilization,total power [W],setup WS (ns)
6_report,109,0.227,0.000895,-0.191
3_3_place_gp,102,0.209,0.000472,-0.386
2_1_floorplan,47,-,0.000424,-0.00938
4_1_cts,109,0.227,0.000911,-0.216
5_1_grt,109,0.227,0.000955,-0.253
3_5_place_dp,102,0.209,0.000474,-0.386
[metal layers]
layer | wire length [um] | global-route usage | vias to the layer above
met1 | 497 | 0.0456 | 169
met2 | 348 | 0.0353 | 13
li1 | - | - | 194
met5 | 0 | 0 | -
met4 | 9 | 0.00704 | 0
met3 | 72 | 0.0170 | 2
[worst register-to-register path, cell delays in order (launching register included)]
cell,delay (ns)
dfrtp_1,0.37
or2b_1,0.23
o2111ai_2,0.09
o211ai_2,0.12
o21a_1,0.12
[cells in the final DEF, fill, tap and decap left out, drive strengths merged, types with 2 or more instances in the layout]
cell type and n:
dfrtp 13, mux2i 2, buf 5, ha 3, inv 5, nor2 7
o21a 2, clkdlybuf4s50 5, clkbuf 6
[how the worst max path moves through the flow]
stage	from	end	slack [ns]	depth (start not counted)
6_report	divider_reg	clk_out	-0.19	3
4_1_cts	divider_reg	clk_out	-0.22	3
5_1_grt	divider_reg	clk_out	-0.25	3
[where the power goes]
part / internal [W] / switching (W) / total, W / leakage (nW)
registers: 0.000366 / 0 / 0.000366 / 0.164
logic: 0.0000291 / 0.0000234 / 0.0000525 / 0.146
clock network: 0.000301 / 0.000175 / 0.000476 / 0.0371
total: 0.000697 / 0.000198 / 0.000895 / 0.348
[final cells by class]
class                           instances  share of cell area
Inverter                                5              0.0242
Tap cell                               46              0.0743
Timing Repair Buffer                    9               0.103
Clock buffer                            7              0.0598
Multi-Input combinational cell         28               0.286
Sequential cell                        14               0.452
[cells by family (layout without fill, tap and decap cells)]
group,after synthesis,in the layout,share of synthesized area
buffers and inverters,5,21,0.0328
xor gates and xnor gates,2,2,0.0306
and+or+nand+nor,12,12,0.103
AOI/OAI and AO/OA,9,9,0.122
adders and majority gates,3,3,0.0655
muxes,2,2,0.0349
DFF,14,14,0.611
[timing repair]
item / in CTS / in global routing
setup endpoints to repair: 4 / 4
gates cloned: 0 / 0
hold endpoints to repair: 0 / 0
gates resized: 6 / 0
hold buffers: 0 / 0
pin swaps: 3 / 1
setup buffers: 1 / 0
No activity file was given, so power comes from the tool's default toggle rates.
